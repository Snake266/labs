<file path="run.sh">
#!/bin/bash
# OpenROAD 26Q1-2900-gdf79404cd8, Yosys 0.63+post, stock flow scripts
make -C /OpenROAD-flow-scripts/flow DESIGN_CONFIG=/design/flow/config.mk WORK_HOME=/design/flow/orfs finish
</file>
<file path="config.mk">
export PLATFORM = sky130hd
export DESIGN_NAME = square_code
export DESIGN_NICKNAME = square_code
export VERILOG_FILES = /design/flow/design.v
export SDC_FILE = /design/flow/constraint.sdc
export NUM_CORES = 4
export LEC_CHECK = 1
export CORE_UTILIZATION = 30
</file>
<file path="constraint.sdc">
current_design square_code

set clk_period 3.3
set clk_io_pct 0.2

create_clock -name clk0 -period $clk_period [get_ports {clk}]

set non_clock_inputs [all_inputs -no_clocks]
set_input_delay [expr $clk_period * $clk_io_pct] -clock clk0 $non_clock_inputs
set_output_delay [expr $clk_period * $clk_io_pct] -clock clk0 [all_outputs]
</file>
<file path="design.v">
module square_code(
                   input         clk,
                   input         rst,
                   input         enable,
                   input [20:0]  full_period,
                   input [20:0]  active_period,
                   input [15:0]  volume,
                   output [15:0] square_wave,
                   );
   reg [20:0]                    counter;
   always @(posedge clk or posedge rst) begin
      if(rst) counter <= 21'd0;
      else
        if((counter >= full_period) || ~enable)
          counter <= 21'd0;
        else counter <= counter + 1;
   end
   reg square;
   always @(posedge clk or posedge rst) begin
      if(rst) begin
         square <= 1'b0;
      end
      else if(enable) begin
         if(counter >= full_period) square <= 1'b1;
         else if(counter >= active_period) square <= 1'b0;
      end
   end
   assign square_wave = (square && enable) ? volume : 16'd0;
endmodule  
</file>
==> run summary <==
Numbers from the implementation run.

The run finished with clean final reports. Final hold analysis gives a worst-case slack of 0.5016 ns. Counting pins that exceed their max-slew limit in the final report gives 0. The data required time at the worst endpoint is 2.64 ns. The total number of warnings across the stage logs is 25.

The cell depth of the worst hold path is 1. The source-to-sink clock delay at the later pin of the worst-skew pair is 0.25 ns. The net switching component of the power is 140.2 µW. According to the dpl log, the detail-placed design has an HPWL of 4.026 mm. The kind of launch point of the worst setup path is an input pin. The setup check on the worst reg-to-reg path leaves a slack of 1.05 ns. Of the cells placed in the final design, the portion with a size suffix greater than 1 is 0.03869. In this run, post-CTS hold repair placed 0 buffers. The tightest min-delay check is of the reg2reg type.

Per the synth log, the flip-flop and latch total comes to 22. The total of cells resized after clock tree synthesis is 0. The worst setup path category is in2out.

Ranked by total cell area, the synthesized netlist is headed by dfrtp_1, ha_1, inv_1. Buffers placed on the I/O ports in this run total 76. The total number of H-tree levels is 1. The script computed the net switching share of total power as 0.2230. Counting every instance in the synthesized netlist gives 258. Setup violations remaining at the end of the flow were counted as 0. The post-synthesis cell type with the largest combined area is dfrtp_1. The die is 86.87 µm tall. In this design, the stage delay of the slowest critical-path cell is 0.75 ns. The total wire length after detailed routing is 4.880 mm.

The share of the synthesized area in the top cell type is 0.2548. The most common library cell in the layout ignoring fill and taps is clkdlybuf4s50_1. Row generation in the floorplan step produced 30 rows. The first global-routing pass estimated 8.121 mm of wire. The startpoint of the worst-slack reg-to-reg timing path is counter[16]. The worst setup skew after layout is 0.001901 ns. The number of sinks driven by the clock tree is 22. In this run the standard cell core region covers 6869 µm². The endpoint arrival time on the critical path is 2.12 ns.

The slew at the pin closest to its max-slew limit is 0.5842 ns. The sum of overflow across all layers after global routing is 0. In this run the VDD rail shows a maximum IR drop of 0.2025 mV.

The worst flop-to-flop path endpoint is counter[10]. The post-synthesis to final-layout area growth is 42.62%. The congestion estimate from routability-driven global placement came to 0.8311. TritonRoute reported its final design rule violation total as 0. After clock tree synthesis, the clock-pin slew on the worst setup and hold paths is 0.07 ns. The pin count of the biggest net entering global routing is 23. The buffers inserted during post-CTS setup optimization is 0. Once detail routing completed, the nets flagged for antenna violations numbered 0. The wire length per cell after detailed routing is 11.30 µm. The endpoint of the worst hold path is counter[0]. The internal power consumption is 488.3 µW.

The final antenna diode tally reported by the flow is 0. A synthesized cell averages 8.375 µm². The via count of the routed design is 1,914. The warning count from the yosys run is 1. The maximum clock insertion buffer count is 2.

Static timing analysis puts the maximum clock frequency at 359.8 MHz. In the Yosys report the total cell count is 258. The area reported by Yosys stat is 2161 µm². The power report attributes to the sequential group a share of 0.441. The beginning of the worst hold path is counter[0]. The iteration count recorded for the first detailed-route pass is 4. The clock tree from TritonCTS is yes. The largest fanout of any net on the critical path is 18. Per Yosys stat, the portion of area used by sequential elements is 0.2548.

The leakage component of the power was reported as 0.001581 µW. Across the run, the number of max-cap violations was 0. Using the TritonRoute via totals, the vias-per-cell ratio works out to 4.431. Of the total power, combinational logic draws 0.265. The power density relative to cell area is 203.9 nW/µm². The most numerous cell type found on the critical path is clkdlybuf4s50_1.

In the final report, the number of hold violations comes to 0. Headroom to the max-slew limit came out at 0.6005. The post-synthesis instance area is 2161 µm². In this run, CTS created clock tree buffers numbering 3.

The critical path endpoint category is an output pin. Yosys mapped the design onto 32 distinct sky130hd cell types. The overall die width is 86.87 µm. After routing, the total negative slack on setup checks comes to 0 ns.

The number of antenna violations at the first check in global routing is 0. The final critical path time including I/O delays and setup is 2.779 ns. The number of global-route vias before repair is 1,798. The final worst-path cycle share is 0.8421. For this run, the total global-route usage over all layers was measured as 0.1353.

Of the total power, the clock network draws 0.294. Ranking logic cells in the layout by count gives the top entries clkdlybuf4s50_1, inv_1, ha_1. Setup repair after global routing left no endpoint under its margin. 77 I/O pins were placed. The floorplan step defined a die boundary enclosing 7546 µm². The cell chosen for the clock root is clkbuf_8.

In this run the critical path is formed by clkdlybuf4s50_1 -> and3_1 -> clkdlybuf4s50_1. Measured in cells, the most critical reg-to-reg path has a length of 8. The cell with the biggest individual delay on the critical path is clkdlybuf4s50_1. The violation tally from detailed-route iteration zero is 106. The starting utilization of the core area is 0.3146.
cells by family after synthesis:
kind of cell,after synthesis,share of synthesized area
XOR/XNOR,19,0.07701
AND-OR/OR-AND,33,0.09033
flip-flops,22,0.2548
adder cells (fa/ha/maj),43,0.2490
buffers and inverters,47,0.08859
AND/OR/NAND/NOR,94,0.2403
per-stage QoR:
stage	std cells	total power [µW]	cell area, µm²	util	setup slack (ns)
global placement	428	449.4	3027	0.4406	0.4550
CTS	432	637.5	3082	0.4486	0.5072
global route	432	667.2	3082	0.4486	0.4214
detailed placement	428	450.7	3027	0.4406	0.3704
floorplan	258	345.7	2161	-	1.217
finish	432	628.5	3082	0.4486	0.5210
cell type report:
class                           instances  area, µm²
Clock buffer                            4      55.05
Fill cell                             670       3787
Inverter                               43      161.4
Multi-Input combinational cell        189       1419
Sequential cell                        22      550.5
Tap cell                               96      120.1
Timing Repair Buffer                   78      775.7
sequential cells by signal, summed over array words and instances, names as in the netlist:
register / flops
square: 1
counter: 21
worst max-delay path by stage:
stage,startpoint,endpoint,slack [ns]
5_1_grt,enable,square_wave[1],0.42
4_1_cts,enable,square_wave[15],0.51
6_report,enable,square_wave[7],0.52
power groups by stage:
stage	Clock [µW]	Combinational [µW]	Sequential [µW]
after CTS	191	169	277
after global routing	202	188	277
final	185	167	277
synthesized netlist by cell type (all sizes together):
cell and n:
ha 43, inv 43, nor2 25, and3 23, dfrtp 22, a21oi 17, nand2 12, xor2 11
nand3 10, nand4 10, xnor2 8, o21ai 6, nor2b 5, a21o 4, a211o 2, and4 2
buf 2, clkbuf 2, nor3b 2, a2111oi 1, a22oi 1, a31oi 1, a32o 1, and2 1
and2b 1, nand2b 1, nor4 1, or2 1
routing by layer:
metal / up-vias / track usage / wire (µm)
li1: 1036 / - / -
met2: 29 / 0.2105 / 2080
met3: 2 / 0.01827 / 187
met4: 0 / 0.006061 / 23
met1: 847 / 0.2140 / 2589
met5: - / 0 / 0
worst max-delay path, delay by kind of cell:
kind	cells	cell delay, ns
and+or+nand+nor	1	0.24
buffers and inverters	2	1.22
Power is estimated from default activity; no workload was simulated.
