**./config.mk**
```make
export PLATFORM = sky130hd
export DESIGN_NAME = ps2_keyboard
export DESIGN_NICKNAME = ps2_keyboard
export VERILOG_FILES = /design/flow/design.v
export SDC_FILE = /design/flow/constraint.sdc
export NUM_CORES = 4
export LEC_CHECK = 1
export CORE_UTILIZATION = 30
```
**./constraint.sdc**
```tcl
current_design ps2_keyboard

set clk_period 3.5
set clk_io_pct 0.2

create_clock -name clk0 -period $clk_period [get_ports {clk_50}]

set non_clock_inputs [all_inputs -no_clocks]
set_input_delay [expr $clk_period * $clk_io_pct] -clock clk0 $non_clock_inputs
set_output_delay [expr $clk_period * $clk_io_pct] -clock clk0 [all_outputs]
```
**./design.v**
```verilog
module ps2_keyboard(
                    input areset,
                    input clk_50,
                    input ps2_clk,
                    input ps2_dat,
                    output reg valid_data,
                    output [7:0] data
                    );
   reg [8:0]                     shift_reg;
   reg [3:0]                     count_bit;
   assign data = shift_reg[7:0];
   function parity_calc;
      input [7:0]                a;
      parity_calc = ~(a[0] ^ a[1] ^ a[2] ^ a[3] ^ a[4] ^ a[5] ^ a[6] ^ a[7]);
   endfunction  
   reg [9:0]                     ps2_clk_detect;
   always @(posedge clk_50 or posedge areset) begin
      if(areset) ps2_clk_detect <= 10'd0;
      else ps2_clk_detect <= {ps2_clk, ps2_clk_detect[9:1]};
   end
   wire ps2_clk_negedge = &ps2_clk_detect[4:0] && &(~ps2_clk_detect[9:5]);
   wire [1:0] state;
   state_machine sm(.areset(areset),
                    .clk_50(clk_50),
                    .ps2_dat(ps2_dat),
                    .count_bit(count_bit),
                    .ps2_clk_negedge(ps2_clk_negedge),
                    .state(state));
   always @(posedge clk_50 or posedge areset) begin
      if(areset) valid_data <= 1'b0;
      else if(ps2_clk_negedge)
        if(ps2_dat
           && parity_calc(shift_reg[7:0]) == shift_reg[8]
           && state == 2'd2) valid_data <= 1'b1;
        else valid_data <= 1'b0;
   end
   always @(posedge clk_50 or posedge areset) begin
      if(areset) shift_reg <= 9'b0;
      else if(ps2_clk_negedge)
        if(state == 2'd1) shift_reg <= {ps2_dat, shift_reg[8:1]};
   end
   always @(posedge clk_50 or posedge areset) begin
      if(areset) count_bit <= 4'b0;
      else if(ps2_clk_negedge) begin
        if(state == 2'd1) count_bit <= count_bit + 4'b1;
        else count_bit <= 4'b0;
      end
   end
endmodule  
module state_machine(
                     input            areset,
                     input            clk_50,
                     input            ps2_dat,
                     input [3:0]      count_bit,
                     input            ps2_clk_negedge,
                     output reg [1:0] state
                     );
   always @(posedge clk_50 or posedge areset) begin
      if(areset) state <= 2'd0;
      else if(ps2_clk_negedge) begin
         case (state)
           2'd0: begin
              if(!ps2_dat) state <= 2'd1;
           end
           2'd1: begin
              if(count_bit == 8)
                state <= 2'd2;
           end
           2'd2: state <= 2'd0;
           default: state <= 2'd0;
         endcase  
      end  
   end  
endmodule  
```
**./run.sh**
```bash
#!/bin/bash
# OpenROAD 26Q1-2900-gdf79404cd8, Yosys 0.63+post, stock flow scripts
make -C /OpenROAD-flow-scripts/flow DESIGN_CONFIG=/design/flow/config.mk WORK_HOME=/design/flow/orfs finish
```
==> flow_summary.ini <==
; flow metrics
[status]
status = finished, final reports clean

[global_routing]
grt_usage_pct = 8.53
use_met3_pct = 2.14
globalRouteOverflowTotal = 0
antenna_found_initial = 0
use_met2_pct = 12.6
grt_max_degree = 28
grt-busiest-layer = met1
grt_pass1_vias = 610
use_met1_pct = 13.1
grt_pass1_wl_um = 2740

[routing]
antenna_left = 0
vias = 630
drc = 0
antenna-diode-count = 0
wl_per_cell_um = 10.6
wirelength_um = 1530
drt_iter0_markers = 15
drt_first_pass_iters = 2
detail_route.vias_per_cell = 4.38

[finish]
num-fill-cells = 364
largest_reg_flops = 10
comb_area_um2 = 417
drive_gt1_share_pct = 18.8
final-seq-area_um2 = 677
area_growth_pct = 13.3
final_util_pct = 36.0

[logic_synthesis]
yosys-stat-area_mm2 = 0.00118
ys.flop_type = dfrtp_1
ys_top_cells_by_count = 26 x dfrtp_1, 11 x nand2_1, 8 x buf_4, 8 x mux2_4, 6 x xnor2_1
avgSynthCellArea_um2 = 13.3
yosysMostFrequentCell = dfrtp_1
top_area_share_pct = 55.1
edf_count = 0
synth_cell_type_count = 25
async_flop_share_pct = 100
synthesis.area_mm2 = 0.00118
yosysWarnings = 2
top_area_cell = dfrtp_1
numSynthFlops = 27
area_leaders = dfrtp_1 55%, mux2_4 10%, buf_4 5.1%
synth_seq_share_pct = 57.3
ys_cells = 89
synth_cells = 89

[sta]
rsz0062_at_grt = false
final.min_clock_period_ns = 2.08
slew_viol_final = 0
fin_skew_ns = 0.00642
max-slew-margin-rel_pct = 73.7
final_hold_viol_count = 0
worstMarginPinSlew_ns = 0.392
setup_tns_ns = 0
final-setup-viol-count = 0
min_period_over_period_pct = 59.5
max_clock_freq_mhz = 480

[clock_tree]
cts_tree = done
cts_resized = 0
holdBufCountCts = 0
cts_setup_buffers = 0
clk_pin_slew_worst_paths_ns = 0.09
cts-root-buf = clkbuf_8
clock_latency_ns = 0.26
cts_buffers = 3
cts.sinks = 27
htree_levels = 1
clockBufferDepth = 2

[placement]
globalplace.congestion = 0.699
portBuffers = 12
dp_hpwl_um = 1100

[die]
die_x_um = 64.7
ios = 13
core_mm2 = 0.00372
die_h_um = 64.7
row_count = 22
fp_util_pct = 31.8
die-area_mm2 = 0.00419

[critical_path]
slowest_stage = or4b_4
cp-end-kind = flop
rr_endpoint = shift_reg[7]
crit_arrival_ns = 2.24
start_kind = flop
cp_cell_sequence = or4b_4, nor4_4, nand2_2, mux2_4
path_class = flop to flop
cp.required_ns = 3.66
max_stage_delay_ns = 0.55
worstReg2RegStart = ps2_clk_detect[5]
critPathMaxFanout = 11
reg2reg_depth = 4
r2r_slack_ns = 1.42

[power_and_ir_drop]
combPwrFrac_pct = 3.3
p_clk_share_pct = 32.5
power_frac_seq_pct = 64.2
powerDensity_mw_per_mm2 = 377
p_int_w = 0.000407
sw_frac_of_total_pct = 19.5
p_switching_w = 0.0000986
p_leak_nw = 0.601
vdd_drop_max_uv = 123

[hold_path]
min_path_cells = 0
hp-class = flop to flop
hp-start = ps2_clk_detect[4]
hold_end = ps2_clk_detect[3]

[job]
drv_cap = 0
tool_warnings = 26
==> power groups by stage <==
stage | Combinational [W] | Clock, W | Sequential (W)
4_1_cts | 0.0000173 | 0.000175 | 0.000324
5_1_grt | 0.0000187 | 0.000191 | 0.000326
6_report | 0.0000165 | 0.000164 | 0.000324
==> layer usage <==
| layer | vias to the layer above | wire, um | share of wire, % |
|---|---|---|---|
| li1 | 307 | - | - |
| met1 | 308 | 749 | 49 |
| met2 | 13 | 684 | 45 |
| met3 | 2 | 62 | 4.1 |
| met4 | 0 | 29 | 1.9 |
| met5 | - | 0 | 0 |
==> layout by cell type (no fill, tap or decap) <==
cell / instances
o21ai_0: 4
nand2_1: 11
xnor2_1: 6
or4b_4: 1
clkinv_2: 1
clkbuf_8: 3
dfstp_2: 1
ha_1: 2
nor2_1: 2
nor4_4: 1
a22o_1: 1
nand4_1: 1
mux2_2: 1
o31ai_1: 1
inv_1: 3
nand2_2: 1
nand3_1: 4
xor2_1: 1
dfrtp_1: 26
or4_1: 1
nand3b_1: 1
nand4b_1: 1
mux2_4: 8
xnor3_1: 1
clkdlybuf4s50_1: 12
buf_4: 1
==> metrics by stage <==
stage               area (um^2)  std cells  setup slack, ns  hold slack [ns]  power (W)
detailed placement         1290        140             1.41            0.356   0.000348
floorplan                  1180         89             1.58            0.346   0.000339
CTS                        1340        144             1.41            0.381   0.000517
finish                     1340        144             1.42            0.376   0.000505
global placement           1290        140             1.44            0.358   0.000347
global route               1340        144             1.31            0.399   0.000536
==> worst max path at each step <==
stage / from / to / slack, ns / cells after the start
final: ps2_clk_detect[5] / shift_reg[7] / 1.42 / 4
after global routing: ps2_clk_detect[5] / shift_reg[1] / 1.31 / 4
after CTS: ps2_clk_detect[5] / shift_reg[7] / 1.41 / 4
==> worst max-delay path: cells and delay by family (launching register included) <==
family           cells  cell delay (ns)
and+or+nand+nor      3             1.23
muxes                1             0.36
DFF                  1             0.38
==> logic make-up after synthesis <==
family / Yosys count / synth area share, %
fa+ha+maj: 2 / 2.12
mux: 9 / 11.1
simple gates: 24 / 11.9
xor+xnor: 8 / 7.10
flops: 27 / 57.3
buf+inv: 13 / 7.41
compound gates: 6 / 3.07
==> final cells by class <==
class	count	share of cell area, %
flip-flops and latches	27	50.6
multi-input cells	49	31.1
repair buffers	13	9.53
well taps	48	4.49
clock buffers	3	3.08
inverters	3	0.841
clock inverters	1	0.374
Power figures rest on the tool's default switching activity, not on a simulated workload.
