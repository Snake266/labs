<file path="design/flow/run.sh">
#!/bin/bash
# OpenROAD 26Q1-2900-gdf79404cd8, Yosys 0.63+post, stock flow scripts
make -C /OpenROAD-flow-scripts/flow DESIGN_CONFIG=/design/flow/config.mk WORK_HOME=/design/flow/orfs finish
</file>
<file path="design/flow/config.mk">
export PLATFORM = sky130hd
export DESIGN_NAME = fifo
export DESIGN_NICKNAME = fifo
export VERILOG_FILES = /design/flow/design.v
export SDC_FILE = /design/flow/constraint.sdc
export NUM_CORES = 4
export LEC_CHECK = 1
export CORE_AREA = 10 10 80 80
export DIE_AREA = 0 0 90 90
</file>
<file path="design/flow/constraint.sdc">
current_design fifo

set clk_period 1.2
set clk_io_pct 0.2

create_clock -name clk0 -period $clk_period [get_ports {clk}]

set non_clock_inputs [all_inputs -no_clocks]
set_input_delay [expr $clk_period * $clk_io_pct] -clock clk0 $non_clock_inputs
set_output_delay [expr $clk_period * $clk_io_pct] -clock clk0 [all_outputs]
</file>
<file path="design/flow/design.v">
module fifo
#(parameter DATA_WIDTH = 8,
  parameter FIFO_DEPTH = 4)(  
            input                         clk,
            input                         rst,
            input                         we,
            input                         re,
            input [DATA_WIDTH-1 : 0]      data_in,
            output reg [DATA_WIDTH-1 : 0] data_out,
            output                        empty,
            output                        full
            );
   reg [3 : 0]        write_ptr;
   reg [3 : 0]        read_ptr;
   reg [3 : 0]        counter;
   initial begin
      write_ptr = 0;
      read_ptr = 0;
      counter = 0;
   end
   reg [DATA_WIDTH-1 : 0] mem [0 : FIFO_DEPTH-1];
   assign empty = (counter == 0) ? 1'b1 : 1'b0;
   assign full = (counter == FIFO_DEPTH-1);
   always @(posedge clk) begin
      if (rst) begin
         write_ptr <= 0;
         read_ptr <= 0;
         counter <= 0;
      end
      if(we) begin
         mem[write_ptr] <= data_in;
         write_ptr <= write_ptr + 1;
      end
      if (re) begin
         data_out <= mem[read_ptr];
         read_ptr <= read_ptr + 1;
      end
   end  
   always @(posedge clk) begin
      if(we) begin
         if(!(we & re)) counter <= counter + 1;
      end
      if(re) begin
         if(!(we & re)) counter <= counter - 1;
      end
   end
   always @(posedge clk) begin
      if (write_ptr == 4) write_ptr = 0;
      if (read_ptr == 4) read_ptr = 0;
   end
endmodule  
</file>
==> run notes <==
run metrics: Hold Fails Final Rpt 0, status completed, power share of the combinational group 0.063, Max Freq 0.906 GHz, H-tree lvl count 1, unrepaired setup endpoints after global routing false, Synth cell types 3, Vias/cell 2.06, CP cell instances dlygate4sd2_1, first-pass GRT wire length 1250 µm, routed wire length 837 µm, Fin Setup TNS 0 ns, area figure in the yosys stat output 503 µm², Latency at later pin 0.24 ns, port bufs 18, Worst-path clk slew 0.05 ns, CP endpoint kind primary output, antenna viol nets, final 0, Worst VDD drop about 0.26 mV, CTS hold repair buffers 0, Initial Util 0.106, max-slew violation count 0, Crit path largest cell delay 0.36 ns, synthesized area per cell approximately 25 µm², proportion of layout cells with a drive suffix above 1 0.143, Seq/Total Area, Yosys 0.955, largest net degree at the start of global routing 9, skew final slightly below 0.0005 ns, Area Growth Syn to Fin 60.2%, Arr. time, crit path 0.86 ns, yosys warns 25, I/O pin count 22, Clk pwr share 0.327, total internal power between 900 and 1000 µW, Placeable Area 4720 µm², Required @ worst endpoint approximately 0.96 ns, combinational gate area 7.51 µm², final setup fails 0, Final Wtd Congestion 0.689, antenna cells 0, Final min period around 1.1 ns, kind of critical path flip-flop to primary output, Gate Count Post-Synth 20, Leak about 0.00028 µW, crit start category flip-flop, pwr dens 1360 nW/µm², area share, top type 0.955, Top area cell types edfxtp_1 (96%), buf_4 (3.0%), conb_1 (1.5%), ys flops 16, Fin Hold WS 0.416 ns, Sequential Power Share 0.610, residual DRC count 0, row cnt 25, FF/Latch Area 480 µm², cell count after placement 106, tool warning count 26, GRT overflow 0, Finished Layout Cells 109, Max Cap Viol 0, Synth area leader edfxtp_1, Total GRT Usage 0.0207, CTS resizes 8, WP buf/inv 1, CP top delay family flip-flops, CTS tree built, initial antenna violation count 0, vias in the first global route 244, Min-Delay Path Class flip-flop to flip-flop, # Cells Yosys 20, CTS buffer count 3, CTS root buffer clkbuf_8, die height ~90 µm, die outline area 8100 µm², setup bufs post-CTS 0, DRT iter0 DRCs 0, via count about 220, Final period util 0.919, routed len/inst about 7.7 µm, Clock Path Buffers 2, Mapped Area 503 µm², Pre-antenna DRT Iters 1, fillcell total a little over 500, sw power ~160 µW, crit-path max FO 1, Die Width 90 µm, Sw Share 0.150, CP max stage cell edfxtp_1, clk sink count 16
## power by group through the flow
stage / registers (µW) / logic, µW / clock network [µW]
CTS: 671 / 71.8 / 374
global route: 674 / 75.7 / 400
finish: 671 / 69.1 / 359
## state kept, by name, summed over array words and instances (netlist names)
register / count
data_out: 8
mem: 8
## final timing paths
check / start / end / slack (ns) / cells past startpoint
max reg2reg: mem[0][5] / data_out[5] / 0.60 / 0
min: mem[0][0] / data_out[0] / 0.42 / 0
max: data_out[6] / data_out[6] / 0.1 / 1
min reg2reg: mem[0][0] / data_out[0] / 0.42 / 0
## metrics by stage
step	utilization	total power [µW]	cell area (µm²)	setup WS, ns
finish	0.171	1100	806	0.0968
global route	0.171	1150	806	0.0483
CTS	0.171	1120	806	0.0784
detailed placement	0.164	767	774	0.0502
global placement	0.164	766	774	0.0512
floorplan	-	682	503	0.611
## layout by cell type, fill, tap and decap left out, drive strengths merged
cell,synthesis,routed
edfxtp,16,16
conb,2,2
clkdlybuf4s50,0,10
dlygate4sd2,0,8
buf,2,3
clkbuf,0,3
## layout make-up
class | instances | share of cell area
multi-input cells | 2 | 0.00932
repair buffers | 21 | 0.239
flip-flops and latches | 16 | 0.596
clock buffers | 3 | 0.0512
well taps | 67 | 0.104
## layer usage
metal	routed length, µm	track usage	part of all wire	up-vias
li1	-	-	-	114
met1	331	0.0217	0.40	90
met2	348	0.0297	0.42	17
met3	127	0.0184	0.15	3
met4	30	0.00663	0.036	0
met5	0	0	0	-
## cell usage after synthesis
cell type and number:
edfxtp_1 16, buf_4 2, conb_1 2
## logic make-up after synthesis
family / count (synthesis) / synth area share
other cells: 2 / 0.0149
flops: 16 / 0.955
buf+inv: 2 / 0.0298
No activity file was given, so power comes from the tool's default toggle rates.
